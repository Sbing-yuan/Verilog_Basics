==> design/flow/design.v <==
module ClkDiv_GCK
#(
parameter   CNT_BW = 8,
parameter   RST_VAL = 0
)(
   out_clk,
   in_clk, B_n, rst_n
   );
output                  out_clk;
input                   in_clk;
input   [CNT_BW-1:0]    B_n;
input                   rst_n;
reg [CNT_BW-1:0]        cnt;
always@(posedge in_clk or negedge rst_n)
    if(~rst_n)
        cnt <= {{(CNT_BW-1){1'b0}},1'd1};
    else
    begin
        if(cnt >= B_n)
            cnt <= {{(CNT_BW-1){1'b0}},1'd1};
        else
            cnt <= cnt + {{(CNT_BW-1){1'b0}},1'd1};
    end
assign clk_en = (B_n == {{(CNT_BW-1){1'b0}},1'd1}) || (B_n == {{(CNT_BW){1'b0}}}) ? 1'b1 : (cnt == {{(CNT_BW-1){1'b0}},1'd1});
Gate_clock out_clk_gck(
		       .g_clk		(out_clk),
		       .clk		(in_clk),
		       .en		(clk_en));
endmodule
module Gate_clock(
   g_clk,
   clk, en
   );
input   clk;
input   en;
output  g_clk;
reg     latch_en;
always@(*)
begin
    if(~clk)
        latch_en = en;
end
assign g_clk = clk & latch_en;
endmodule
==> design/flow/run.sh <==
#!/bin/bash
# OpenROAD 26Q1-2900-gdf79404cd8, Yosys 0.63+post, stock flow scripts
make -C /OpenROAD-flow-scripts/flow DESIGN_CONFIG=/design/flow/config.mk WORK_HOME=/design/flow/orfs finish
==> design/flow/config.mk <==
export PLATFORM = sky130hd
export DESIGN_NAME = ClkDiv_GCK
export DESIGN_NICKNAME = ClkDiv_GCK
export VERILOG_FILES = /design/flow/design.v
export SDC_FILE = /design/flow/constraint.sdc
export NUM_CORES = 4
export LEC_CHECK = 1
export CORE_AREA = 10 10 70 70
export DIE_AREA = 0 0 80 80
==> design/flow/constraint.sdc <==
current_design ClkDiv_GCK

set clk_period 3.5
set clk_io_pct 0.2

create_clock -name clk0 -period $clk_period [get_ports {in_clk}]

set non_clock_inputs [all_inputs -no_clocks]
set_input_delay [expr $clk_period * $clk_io_pct] -clock clk0 $non_clock_inputs
set_output_delay [expr $clk_period * $clk_io_pct] -clock clk0 [all_outputs]
==> reports/summary.txt <==
Post-CTS Setup Inserts - 0
max-slew violation count - 0
Int Pwr - 0.357 mW
path depth of the worst reg2reg path - 3
total power - 0.569 mW
reported max-cap violation count - 0
setup_tns - 0 ns
CP Max Fanout - 1
data arrival time of the worst path - 2.73 ns
pwr dens - 681 nW/um^2
TritonRoute pass-1 iters - 3
clk latency late pin - 0.36 ns
initial antenna violation count - 0
startpoint type of the worst setup path - latch
post-place setup slack - 0.134 ns
area of the core - 3420 sq um
Routed Antenna Nets - 0
worst setup margin - 0.0681 ns
ys flop type - dfrtp_1
unrepaired setup endpoints after global routing - no
gr usage total - 4.42%
status - finished clean
clock power share - 23.2%
TritonCTS clock tree - done
Filler Cells Inserted - 372
final hold vios - 0
layout cells sized above 1 - 17.9%
FP Rows - 21
stage-log warning count - 28
Yosys Warn Count - 3
Overflow after GRT - 0
Switching Share - 37.3%
area leader, netlist - dfrtp_1
Worst EP required - 2.80 ns
vias per cell - 4.02
Synthesized registers - 9
final wirelength - 1320 microns
sequential share of power - 36.5%
WHS Path Cells - 2
via count of the first global-routing pass - 542
peak supply drop - 0.195 mV
switching pwr - 0.212 mW
yosys cell count - 61
Cell area leaders - dfrtp_1, ha_1, xor2_1
Final setup viols - 0
Die Width - 80 microns
n_diodes - 0
first-pass GRT wire length - 2260 microns
Mean Syn Cell Area - 10.4 sq um
Critical Path End Type - primary output
Vias - 498
routed length per instance - 10.6 microns
Min-Delay Path Class - flip-flop to flip-flop
most frequent cells after synthesis - ha_1, inv_1, dfrtp_1, nor2_1
DR iter-0 viols - 9
skew final - 0.00466 ns
post-DP HPWL - 1020 microns
Synth top cell by count - ha_1
Cell Type Count - 23
I/O Buffers - 10
Static Leak - 0.414 nW
Slew @ Worst Pin - 0.356 ns
DP Area - 790 sq um
hold_ws - 0.597 ns
Async S/R FF share, synth - 88.9%
Area leader share - 27.7%
chip height - 80 microns
largest net degree at the start of global routing - 9
total die area - 6400 sq um
Comb power frac - 40.2%
RePlAce Congestion - 0.838
area delta synth->final - 32.3%
I/O pin count - 11
residual DRC count - 0
Mapped Cells - 61
Reg clk slew, reported paths - 0.06 ns
number of enable flip-flop cells - 0
Netlist Area Pre-Place - 632 sq um
starting density of the core - 18.5%
Slew headroom - 76.2%
fin area - 836 sq um
Crit Path Category - latch to primary output
post-synthesis chip area from yosys - 632 sq um
==> power by group through the flow <==
stage	clock, mW	combinational (mW)	sequential (mW)
CTS	0.139	0.234	0.206
global route	0.147	0.263	0.217
finish	0.132	0.229	0.208
==> registers in the layout, indices dropped and copies added (netlist names) <==
name	count
cnt	8
out_clk_gck.latch_en	1
==> metrics by stage <==
step | std cells | utilization [%]
global route | 124 | 24.5
global placement | 117 | 23.1
detailed placement | 117 | 23.1
finish | 124 | 24.5
CTS | 124 | 24.5
floorplan | 61 | -
==> critical path, stage by stage, from the launching register on <==
cell	delay (ns)
dlxtn_1	0.39
and2_4	0.13
buf_2	0.08
==> worst paths after layout <==
kind / start / end / slack [ns]
setup / recovery: out_clk_gck.latch_en / out_clk / 0.07
hold / removal: cnt[0] / cnt[0] / 0.60
setup reg to reg: cnt[0] / out_clk_gck.latch_en / 0.40
hold reg to reg: cnt[0] / cnt[0] / 0.60
max in group asynchronous: rst_n / cnt[0] / 2.59
min in group asynchronous: rst_n / cnt[7] / 0.61
==> routing by layer <==
metal,track usage [%],share of wire (%),vias up
met3,3.86,15,4
met4,1.58,1.8,0
met1,5.34,46,227
met2,5.46,37,18
li1,-,-,249
met5,0,0,-
==> timing repair <==
| action | 4_1_cts | 5_1_grt |
|---|---|---|
| resized | 4 | 0 |
| endpoints found under the setup margin | 2 | 0 |
| hold buffers | 0 | 0 |
==> cell type report <==
class	instances	area (sq um)	area share, %
Multi-Input combinational cell	43	384	46.0
Sequential cell	9	216	25.9
Timing Repair Buffer	9	90.1	10.8
Tap cell	46	57.6	6.89
Clock buffer	8	53.8	6.44
Inverter	9	33.8	4.04
==> cell families (layout without fill, tap and decap cells) <==
logic type	count (synthesis)	in the layout	synth area share, %
adders and majority gates	10	10	19.8
latches	1	1	2.38
xor gates and xnor gates	6	6	8.32
and+or+nand+nor	20	20	18.0
buffers and inverters	9	26	5.35
AOI/OAI and AO/OA	7	7	14.3
DFF	8	8	31.9
==> cell usage in the layout (no fill, tap or decap), types with 2 or more instances in the layout <==
master	count
ha_1	10
inv_1	9
clkdlybuf4s50_1	9
nor2_1	7
dfrtp_1	7
clkbuf_4	6
nand3_1	4
xor2_1	4
and3_1	3
xnor2_1	2
Power and IR drop assume default switching activity.
