==> flow/design.v <==
module seg7(
   a, b, c, d, e, f, g, dp, D1_sel, D2_sel, D3_sel, D4_sel,
   num1, num2, num3, num4, scan_clk, rst_n
   );
output          a;
output          b;
output          c;
output          d;
output          e;
output          f;
output          g;
output          dp;
output          D1_sel;
output          D2_sel;
output          D3_sel;
output          D4_sel;
input   [3:0]   num1;
input   [3:0]   num2;
input   [3:0]   num3;
input   [3:0]   num4;
input           scan_clk;
input           rst_n;
reg     [6:0]   code;
reg             D1_sel;
reg             D2_sel;
reg             D3_sel;
reg             D4_sel;
wire    [3:0]   num_sel;
always@(posedge scan_clk or negedge rst_n)
    if(~rst_n)
        {D1_sel, D2_sel, D3_sel, D4_sel}  <= 4'b1110;
    else
        {D1_sel, D2_sel, D3_sel, D4_sel}  <= {D2_sel, D3_sel, D4_sel, D1_sel};
assign {a,b,c,d,e,f,g} = code[6:0];
assign dp = 1;  
assign num_sel =  (D4_sel == 1'b0) ? num4 : 
                  (D3_sel == 1'b0) ? num3 : 
                  (D2_sel == 1'b0) ? num2 : 
                  (D1_sel == 1'b0) ? num1 : num4;
always@(*)
begin
    case(num_sel[3:0])
    4'h0: code = 7'b000_0001;
    4'h1: code = 7'b100_1111;
    4'h2: code = 7'b001_0010;
    4'h3: code = 7'b000_0110;
    4'h4: code = 7'b100_1100;
    4'h5: code = 7'b010_0100;
    4'h6: code = 7'b010_0000;
    4'h7: code = 7'b000_1101;
    4'h8: code = 7'b000_0000;
    4'h9: code = 7'b000_1100;
    4'hA: code = 7'b000_1000;
    4'hB: code = 7'b110_0000;
    4'hC: code = 7'b011_0001;
    4'hD: code = 7'b100_0010;
    4'hE: code = 7'b011_0000;
    4'hF: code = 7'b011_1000;
    default: code = 7'b000_0000;
    endcase
end
endmodule
==> flow/run.sh <==
#!/bin/bash
# OpenROAD 26Q1-2900-gdf79404cd8, Yosys 0.63+post, stock flow scripts
make -C /OpenROAD-flow-scripts/flow DESIGN_CONFIG=/design/flow/config.mk WORK_HOME=/design/flow/orfs finish
==> flow/config.mk <==
export PLATFORM = sky130hd
export DESIGN_NAME = seg7
export DESIGN_NICKNAME = seg7
export VERILOG_FILES = /design/flow/design.v
export SDC_FILE = /design/flow/constraint.sdc
export NUM_CORES = 4
export LEC_CHECK = 1
export CORE_AREA = 10 10 76 76
export DIE_AREA = 0 0 86 86
==> flow/constraint.sdc <==
current_design seg7

set clk_period 4.8
set clk_io_pct 0.2

create_clock -name clk0 -period $clk_period [get_ports {scan_clk}]

set non_clock_inputs [all_inputs -no_clocks]
set_input_delay [expr $clk_period * $clk_io_pct] -clock clk0 $non_clock_inputs
set_output_delay [expr $clk_period * $clk_io_pct] -clock clk0 [all_outputs]
==> notes.md <==
yosys + openroad results -> Clock Tree Buf Depth 2, hold slack 0.4096 ns, I/O pin count 30, vias in the first global route 569, Rel. slew slack 62.13%, Yosys Chip Area 508.0 sq um, min cycle time layout 4.381 ns, CP Cell Sequence clkdlybuf4s50_1 -> nor3b_1 -> o21ai_0 -> o221ai_1 -> ha_1 -> nor4_1 -> a211oi_1 -> a211oi_1 -> clkdlybuf4s50_1, Critical Path Fanout Max 5, FP Rows 23, crit path kind in -> out, Die Wd 86 um, Gate Area 369.1 sq um, GRT Overall Usage 4.288%, clock-pin slew on the worst setup and hold paths 0.03 ns, Max VDD drop 0.1761 mV, total die size 7396 sq um, Latency at later pin 0.21 ns, flip-flops with a built-in enable 0, Synth async-reset ratio 100.0%, hold depth 0, clock sinks 4, Ys Warns 1, first-pass GRT wire length 2.704 mm, Highest Signal Layer met3, Commonest flop dfstp_2, WP depth 9, hold endpoint D2_sel, fmax 228.3 MHz, most frequent cells in the layout clkdlybuf4s50_1 (28), ha_1 (5), nand3_1 (4), a211oi_1 (4), die height 86 um, post-route ant nets 0, DRT Wirelength 1.724 mm, clk_skew 0.002733 ns, global route overflow 0, RSZ-0062 raised after global routing no, PortBufs 28, Placer Congestion 0.7162, max-cap check violation count 0, Crit path required time 3.84 ns, crit path DAT 3.42 ns, Critical R2R Launch D2_sel, slowest stage delay, CP 0.52 ns, detailed placement HPWL 1.473 mm, Worst R2R Setup Slack 4.11 ns, Cell area leaders dfstp_2 (16%), ha_1 (12%), a211oi_1 (5.9%), o221ai_1 (5.2%), dfrtp_1 (4.9%), Synth top area share 15.52%, H-tree Lvls 1, FF-to-FF End D1_sel, initial antenna violation count 0, core area 4115 sq um, Final Hold Viols 0, Layout area overhead 71.67%, cts bufs inserted 3, CP bufs+invs 2, ys cells 58, DR vias/cell 3.985, status finished, final reports clean, share of layout cells above drive strength 1 13.79%, DR WL met2 924 um, Mapped Area 508.0 sq um, Seq/Total Area, Yosys 20.44%, LEAKAGE 0.3160 nW, crit share post-route 91.27%, #FFs+latches synth 4, Hold Startpoint D3_sel, Resize count post-CTS 0, root buffer cell clkbuf_8, Register-to-Register Path Depth 0, Mapped Cells 58, Routed met1 length 691 um, Commonest Layout Cell clkdlybuf4s50_1, DRC errors left 0, Critical Path Slowest Stage Cell clkdlybuf4s50_1, Flop area 103.9 sq um, family with the most delay on the worst path buffers and inverters, worst slew pin tran 0.5680 ns, crit path capture type output port, First DRT Iteration DRCs 59, Startpoint Class input port, Syn Area/Cell 8.758 sq um, final core occ 21.19%, fin. max-slew vios 0, met3 wire length 108 um, setup violators final 0, number of warnings in the stage logs 29, post-synth top area cell dfstp_2, vias post-DR 546, PwrDens 178.7 nW/um^2, FP Util 12.34%, # diodes 0, filler cell count 441, CTS tree yes, Hold WC Path Type reg -> reg, setup TNS 0 ns, Cell variety after synth 33, Hold Buf Count CTS 0, Post-CTS Setup Bufs 0, WL/cell 12.58 um, pin count of the biggest net entering global routing 12, DRT Pass-1 Iters 4
## power by group
group	internal, mW	switching (mW)
clock	0.0567	0.0170
sequential	0.0341	0
combinational	0.0310	0.0171
total	0.122	0.0341
## stage by stage
stage | area (sq um) | power (mW) | cells | setup slack, ns
final | 872.1 | 0.1558 | 137 | 0.4193
after CTS | 872.1 | 0.1596 | 137 | 0.3573
after global placement | 827.0 | 0.08302 | 133 | 0.4741
after floorplan | 508.0 | 0.05508 | 58 | 1.585
after global routing | 872.1 | 0.1674 | 137 | 0.2584
after detailed placement | 827.0 | 0.08341 | 133 | 0.3856
## area by class of cell
class	instances	share of cell area [%]
clock buffers	4	5.165
multi-input cells	48	42.32
inverters	3	1.291
repair buffers	28	32.14
well taps	50	7.174
flip-flops and latches	4	11.91
## cell usage after synthesis, types with 2 or more instances
master    n
o221ai_1  3
inv_1     3
nor3_1    2
o32a_1    2
mux2i_1   2
ha_1      5
nand3_1   4
o21ai_1   2
dfstp_2   3
a211oi_1  4
nor2_1    3
nand2_1   3
a21oi_1   2
## cell families (layout without fill, tap and decap cells)
| group | after synthesis | after routing | share of synthesized area (%) |
|---|---|---|---|
| compound gates | 19 | 19 | 30.05 |
| xor+xnor | 1 | 1 | 1.724 |
| fa+ha+maj | 5 | 5 | 12.32 |
| buf+inv | 6 | 35 | 6.896 |
| flops | 4 | 4 | 20.44 |
| mux | 3 | 3 | 6.896 |
| other cells | 1 | 1 | 0.7382 |
| simple gates | 19 | 19 | 20.94 |
## layer usage
metal	vias up	global-route usage, %
li1	283	-
met1	248	4.751
met2	15	7.843
met3	0	1.335
met4	0	0.7485
met5	-	0
## state kept, by name (all words and copies together), names as in the netlist
register	flops
D2_sel	1
D4_sel	1
D3_sel	1
D1_sel	1
## worst max-delay path by stage
stage / startpoint / to
final: num2[1] / d
after global routing: num2[1] / d
after CTS: num3[1] / d
No activity file was given, so power comes from the tool's default toggle rates.
