==> /design/flow/run.sh <==
#!/bin/bash
# OpenROAD 26Q1-2900-gdf79404cd8, Yosys 0.63+post, stock flow scripts
make -C /OpenROAD-flow-scripts/flow DESIGN_CONFIG=/design/flow/config.mk WORK_HOME=/design/flow/orfs finish
==> /design/flow/design.v <==
module ClkDiv
#(
parameter   CNT_BW = 8,
parameter   RST_VAL = 0
)(
   out_clk,
   in_clk, B_n, rst_n
   );
output                  out_clk;
input                   in_clk;
input   [CNT_BW-1:0]    B_n;
input                   rst_n;
reg [CNT_BW-1:0]        cnt;
reg                     ck1;
reg                     ck2;
assign  in_clk_inv = ~in_clk;
always@(posedge in_clk or negedge rst_n)
    if(~rst_n)
        cnt <= {{(CNT_BW-1){1'b0}},1'd1};
    else
    begin
        if(cnt >= B_n)
            cnt <= {{(CNT_BW-1){1'b0}},1'd1};
        else
            cnt <= cnt + {{(CNT_BW-1){1'b0}},1'd1};
    end
always@(posedge in_clk or negedge rst_n)
    if(~rst_n)
        ck1 <= RST_VAL;
    else
    begin
        if(cnt <= {1'b0, B_n[CNT_BW-1:1]})
            ck1 <= 1'b1;
        else
            ck1 <= 1'b0;
    end
always@(posedge in_clk_inv or negedge rst_n)
    if(~rst_n)
        ck2 <= RST_VAL;
    else
    begin
        if(B_n[0] == 1'b1)
            ck2 <= ck1;
        else
            ck2 <= 1'b0;
    end
assign ck_div = ck1 | ck2;
assign ck_bypass = (B_n == {{(CNT_BW-1){1'b0}},1'd1}) || (B_n == {(CNT_BW){1'b0}});
assign out_clk = ck_bypass ? in_clk: ck_div;
endmodule
==> /design/flow/constraint.sdc <==
current_design ClkDiv

set clk_period 2.0
set clk_io_pct 0.2

create_clock -name clk0 -period $clk_period [get_ports {in_clk}]

set non_clock_inputs [all_inputs -no_clocks]
set_input_delay [expr $clk_period * $clk_io_pct] -clock clk0 $non_clock_inputs
set_output_delay [expr $clk_period * $clk_io_pct] -clock clk0 [all_outputs]
==> /design/flow/config.mk <==
export PLATFORM = sky130hd
export DESIGN_NAME = ClkDiv
export DESIGN_NICKNAME = ClkDiv
export VERILOG_FILES = /design/flow/design.v
export SDC_FILE = /design/flow/constraint.sdc
export NUM_CORES = 4
export LEC_CHECK = 1
export CORE_AREA = 10 10 79 79
export DIE_AREA = 0 0 89 89
==> results.py <==
# Flow results
metrics = {
    "status": {
        "outcome": "finished, violations left",
        "violations": "negative setup slack",
    },
    "sta": {
        "holdWs_ns": 0.422,
        "grt_setup_unrepaired": "yes",
        "max_slew_margin_pct": 73.0,
        "setup_viol_count_final": 1,
        "tightest_slew_ns": 0.406,
        "hold_viol": 0,
        "finClkSkew_ns": 0.0339,
        "slew_violations": 0,
        "timing.final.ws_setup_ns": -0.459,
    },
    "clock_tree": {
        "cts_tree": "yes",
        "ctsHoldBuffers": 0,
        "clkTransAtPathRegs_ns": 0.05,
        "clock_latency_ns": 0.37,
        "cts_setup_buffers": 0,
    },
    "grt": {
        "grt_pass1_vias": 701,
        "antenna_found_initial": 0,
        "grt_pass1_wl_um": 3170,
        "overflow": 0,
        "grt_max_degree": 10,
        "grtUsageTotal_pct": 5.05,
    },
    "worst_setup_path": {
        "regToRegEndpoint": "cnt[0]",
        "crit_fanout": 1,
        "critPathArrivalTime_ns": 2.06,
        "crit_path_end_kind": "output port",
        "start_kind": "flop",
        "r2r_setup_slack_ns": 0.26,
        "r2r_start": "cnt[2]",
        "reg2regPathDepth": 5,
        "max_stage_delay_ns": 0.38,
        "crit_end": "out_clk",
        "cp.required_ns": 1.60,
        "critPathKind": "reg2out",
        "crit_chain": "nor2_1 -> a21oi_2 -> buf_2",
        "cpMaxStageDelayCell": "dfrtn_1",
        "startpoint": "ck2",
    },
    "synth": {
        "syn-cell-area_um2": 792,
        "ys_warn_count": 4,
        "yosys_cells": 82,
        "largest_area_cell": "dfrtp_1",
        "ys.flop_type": "dfrtp_1",
        "yosysUniqueCellTypes": 28,
        "synth.avg_cell_area_um2": 9.66,
        "netlist.area_leader.share_pct": 25.3,
        "postSynthCellCount": 82,
        "synth-seq-cells": 10,
        "area_leaders": "dfrtp_1, ha_1, nor2_1",
        "synthArstFlopShare_pct": 100,
        "ys_area_um2": 792,
        "ys_seq_share_pct": 31.8,
        "enable_flop_cells": 0,
    },
    "cells_and_area": {
        "logic_area_um2": 517,
        "register_area_um2": 251,
        "drive_above_1_share_pct": 21.3,
        "final_cell_count_no_fill": 162,
        "area_growth_pct": 42.8,
        "final_cell_area_mm2": 0.00113,
        "nFillCells": 491,
    },
    "place": {
        "dpl.hpwl_um": 1420,
        "dpl_cell_area_mm2": 0.00103,
        "dp_cells": 155,
        "port_buffers": 10,
        "gp_congestion": 0.803,
    },
    "detailed_routing": {
        "first_pass_iters": 4,
        "wl_um": 1780,
        "antennaDiodeCount": 0,
        "detail-route-antenna-nets": 0,
        "post_drt_via_cell_ratio": 4.07,
        "wl_per_cell_um": 11.0,
        "drc_errors": 0,
        "drt_iter0_drc": 38,
        "vias": 660,
    },
    "die": {
        "io-pin-count": 11,
        "dieHeight_um": 89,
        "die-width_um": 89,
        "chipArea_mm2": 0.00792,
        "coreArea_mm2": 0.00466,
        "fp-utilization_pct": 17.0,
        "rows": 25,
    },
    "job": {
        "warnings": 30,
        "maxCapViolCount": 0,
    },
    "power": {
        "power.switching_mw": 0.482,
        "p_seq_share_pct": 29.1,
        "p_int_mw": 0.858,
        "clkPwrFrac_pct": 30.7,
        "vdd_drop_max_v": 0.000394,
        "p_leak_nw": 0.561,
        "power_density_mw_per_mm2": 1180,
        "p_sw_share_pct": 36.0,
        "pwr-share-comb_pct": 40.2,
    },
    "worst_hold_path": {
        "min-delay-path-class": "in2async",
    },
}
-- flip-flops by register name, summed over array words and instances (netlist names) --
name / flops
cnt: 8
ck1: 1
ck2: 1
-- cell usage after synthesis (2+ instances only) --
| cell | n |
|---|---|
| a211o_1 | 2 |
| a21oi_1 | 3 |
| dfrtp_1 | 8 |
| ha_1 | 16 |
| inv_1 | 9 |
| nand2_1 | 3 |
| nand3_1 | 4 |
| nand4_1 | 3 |
| nor2_1 | 11 |
| xnor2_1 | 3 |
| xor2_1 | 3 |
-- layout make-up --
cell class / count / area share [%]
flip-flops and latches: 10 / 22.2
well taps: 54 / 5.97
multi-input cells: 63 / 45.7
inverters: 9 / 2.99
clock buffers: 8 / 8.96
repair buffers: 18 / 14.2
-- critical path, delay by kind of cell (launching register included) --
| family | cells | cell delay (ns) |
|---|---|---|
| flops | 1 | 0.38 |
| compound gates | 1 | 0.14 |
| buf+inv | 1 | 0.11 |
| simple gates | 1 | 0.05 |
-- metal layers --
metal	vias up	wire [um]	global-route usage (%)	part of all wire, %
met5	-	0	0	0
met2	15	759	7.05	43
met4	0	63	2.02	3.5
li1	342	-	-	-
met3	5	137	2.39	7.7
met1	298	818	6.57	46
-- cells by family (layout without fill, tap and decap cells) --
group                      count (synthesis)  in the layout  synth area share (%)
DFF                                       10             10                  31.8
and+or+nand+nor                           29             29                  18.0
adders and majority gates                 16             16                  25.3
xor gates and xnor gates                   6              6                  6.64
AOI/OAI and AO/OA                         12             12                  14.1
buffers and inverters                      9             35                  4.27
-- power groups by stage --
stage                 Clock, mW  Sequential, mW  Combinational, mW
after CTS                 0.420           0.393              0.549
after global routing      0.437           0.406              0.630
final                     0.411           0.391              0.539
-- how the worst min path moves through the flow --
| stage | end | slack [ns] |
|---|---|---|
| final | cnt[3] | 0.42 |
| after global routing | cnt[3] | 0.42 |
| after CTS | cnt[3] | 0.42 |
-- through the flow --
step / worst slack [ns] / utilization (%) / setup TNS [ns] / total power, mW
after floorplan: 0.120 / - / 0 / 0.775
after global placement: -0.382 / 22.0 / -1.38 / 0.927
after detailed placement: -0.377 / 22.0 / -1.43 / 0.937
after CTS: -0.502 / 24.2 / -0.502 / 1.36
after global routing: -0.509 / 24.3 / -0.509 / 1.47
final: -0.459 / 24.3 / -0.459 / 1.34
-- repair_timing --
action,4_1_cts,5_1_grt
resized,7,2
pin swaps,1,0
setup endpoints to repair,2,2
-- cells in the final DEF, fill, tap and decap left out, types with 2 or more instances in the layout --
| cell | n |
|---|---|
| nand4_1 | 3 |
| ha_1 | 16 |
| nor2_1 | 11 |
| buf_4 | 9 |
| clkdlybuf4s50_1 | 5 |
| dlygate4sd2_1 | 2 |
| clkbuf_8 | 7 |
| nand2_1 | 3 |
| a211o_1 | 2 |
| xnor2_1 | 3 |
| a21oi_1 | 2 |
| inv_1 | 9 |
| nand3_1 | 4 |
| dfrtp_1 | 8 |
| dlymetal6s2s_1 | 2 |
| xor2_1 | 3 |
Power is estimated from default activity; no workload was simulated.
